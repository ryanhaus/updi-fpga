**flow/design.v**
```verilog
typedef enum {
	SPRAM_IDLE,
	SPRAM_READ,
	SPRAM_WRITE
} spram_mode;
module spram #(
	parameter SIZE = 16,
	parameter DATA_BITS = 8,
	parameter ADDR_BITS = $clog2(SIZE),
	parameter DELETE_ON_RESET = 0
) (
	input clk,
	input rst,
	input spram_mode mode,
	input [ADDR_BITS-1 : 0] rd_addr,
	input [ADDR_BITS-1 : 0] wr_addr,
	input [DATA_BITS-1 : 0] data_wr,
	output logic [DATA_BITS-1 : 0] data_rd
);
	logic [DATA_BITS-1 : 0] mem [SIZE];
	integer i;
	always @(posedge clk) begin
		if (rst && DELETE_ON_RESET) begin
			for (i = 0; i < SIZE; i = i + 1)
				mem[i] <= 'b0;
		end
		else begin
			case (mode)
				SPRAM_IDLE: begin end
				SPRAM_READ: begin
					data_rd <= mem[rd_addr];
				end
				SPRAM_WRITE: begin
					mem[wr_addr] <= data_wr;
				end
			endcase
		end
	end
endmodule
```
**flow/run.sh**
```bash
#!/bin/bash
# OpenROAD 26Q1-2900-gdf79404cd8, Yosys 0.63+post, stock flow scripts
make -C /OpenROAD-flow-scripts/flow DESIGN_CONFIG=/design/flow/config.mk WORK_HOME=/design/flow/orfs finish
```
**flow/config.mk**
```make
export PLATFORM = sky130hd
export DESIGN_NAME = spram
export DESIGN_NICKNAME = spram
export VERILOG_FILES = /design/flow/design.v
export SDC_FILE = /design/flow/constraint.sdc
export NUM_CORES = 4
export LEC_CHECK = 1
export CORE_UTILIZATION = 40
```
**flow/constraint.sdc**
```tcl
current_design spram

set clk_period 3.7
set clk_io_pct 0.2

create_clock -name clk0 -period $clk_period [get_ports {clk}]

set non_clock_inputs [all_inputs -no_clocks]
set_input_delay [expr $clk_period * $clk_io_pct] -clock clk0 $non_clock_inputs
set_output_delay [expr $clk_period * $clk_io_pct] -clock clk0 [all_outputs]
```
==> qor.yml <==
grt_overflow: 0
nFillCells: 1002
root_buffer: "clkbuf_16"
fin_crit_sh_pct: 68.52
dp_hpwl_mm: 6.435
antenna_found_initial: 0
cts_inserted_buffers: 17
dr_total_vias: 2731
r2r_start: "mem[3][6]$_DFFE_PP_"
rows: 41
dieArea_um2: 13870
endpoint: "mem[2][4]$_DFFE_PP_"
n_antenna_cell: 0
switching_share_pct: 17.17
wl_per_cell_um: 20.24
vias_per_cell: 5.293
area_growth_pct: 29.86
comb_area_um2: 1217
core_area_um2: 12820
warning_count: 26
yosys_warnings: 1
grt_start_max_net_pins: 33
ys.flops: 136
clock-sinks: 136
cp_data_arrival_time_ns: 2.64
dp_slack_ns: 0.7366
setup_viol: 0
port_buffers: 56
maxCapViolations: 0
place.gp.congestion: 0.7375
slew_violations: 0
status: "completed"
total_power_uw: 3922
ctsResizeCount: 0
min_period_ns: 2.535
slew_headroom_pct: 41.86
clk_pin_slew_worst_paths_ns: 0.06
syn_avg_cell_area_um2: 21.53
tns_ns: 0
post_cts_buffers: 0
worst_path_most_repeated_cell: "nor4_1"
min_from: "mem[14][1]$_DFFE_PP_"
fmax_mhz: 394.5
clock-skew-final_ns: 0.006195
cp_slowest_cell: "nand4_2"
cp-end-kind: "flop"
peakVddDrop_v: 0.0002975
dr.pass1.iters: 4
critical_path_class: "in -> reg"
io_pins: 58
pwr-share-clk_pct: 52.5
htreeDepth: 4
r2r_slack_ns: 2.20
drt_iter0_drc: 203
grt_pass1_vias: 2992
crit_path_cell_trace: "clkdlybuf4s50_1 > nor4_1 > nand4_2 > nor4_1 > buf_4"
setup_slack_ns: 1.165
p_comb_share_pct: 4.2
cts_buffer_depth: 2
p_leak_uw: 0.002236
grt_pass1_wl_mm: 16.46
p_int_uw: 3248
ys_seq_share_pct: 76.19
clkLatencyLatePin_ns: 0.41
cts_hold_buf: 0
p_per_area_nw_per_um2: 563.4
fp.dieH_um: 117.8
drc: 0
reg2reg_depth: 3
drive_gt1_share_pct: 27.91
worst_pin_slew_ns: 0.8703
fin_hold_ws_ns: 0.7564
ys_area_um2: 5360
p_seq_share_pct: 43.3
cp-startpoint: "mode[13]"
hold_viol_final: 0
ant_nets: 0
p_sw_uw: 673.3
rsz0062_at_grt: "no"
reg2reg_to: "data_rd[6]$_DFFE_PN_"
ys_types: 21
critPathLaunchType: "input pin"
hold_path_class: "reg -> reg"
yosys_cells: 249
track_usage_pct: 17.61
synthesis.area_um2: 5360
wirelength_mm: 10.44
slowest_delay_ns: 0.46
initial_core_util_pct: 41.80
syn_inst: 249
critPathRequiredTime_ns: 3.81
cp_max_fo: 17
flop_area_um2: 4084
fp.dieW_um: 117.8
hold-path-cell-count: 3
cts_tree: "built"
[stage by stage]
stage,area [µm²],utilization [%],std cells
after global routing,6960,54.27,516
after floorplan,5360,-,249
after CTS,6960,54.27,516
final,6960,54.27,516
after detailed placement,6231,48.59,484
after global placement,6231,48.59,484
[cell families after synthesis]
| group | share of synthesized area [%] |
|---|---|
| flip-flops | 76.19 |
| AND/OR/NAND/NOR | 6.559 |
| multiplexers | 13.45 |
| AND-OR/OR-AND | 2.241 |
| buffers and inverters | 1.564 |
[worst min-delay path by stage]
| stage | endpoint | slack [ns] |
|---|---|---|
| final | data_rd[1]$_DFFE_PN_ | 0.76 |
| after global routing | data_rd[1]$_DFFE_PN_ | 0.76 |
| after CTS | data_rd[1]$_DFFE_PN_ | 0.76 |
[layer usage]
metal  GRT usage [%]  wire length [µm]  up-vias
li1                -                 -     1236
met1           23.60              3830     1315
met2           26.58              5083      171
met3           11.36              1421        9
met4           2.163               107        0
met5               0                 0        -
[layout by cell type, fill, tap and decap left out]
cell             netlist  final
nor4b_2                0      1
nor4_1                16     13
clkdlybuf4s50_1        0     55
nand3_1                2      2
buf_2                  1      1
nand4_2                2      2
nor4_2                 7     10
clkinvlp_4             0      1
clkinv_4               0      1
nor2b_1                3      3
and2_1                 1      1
edfxtp_1             136    136
bufinv_16              0      9
nor2_1                 3      3
buf_4                  1     18
mux4_2                32     32
inv_1                  1      1
nand3b_1               2      2
clkbuf_1               1      1
nand2b_1               4      4
clkinv_1               0      1
clkinv_2               0      2
clkbuf_16              0     17
buf_12                 0      1
nand2_1               10     10
a22oi_1               16     16
or2_2                  1      1
[synth_stat cells]
| master | number | area, µm² |
|---|---|---|
| a22oi_1 | 16 | 120.1 |
| and2_1 | 1 | 6.260 |
| buf_1 | 5 | 18.77 |
| buf_2 | 1 | 5.000 |
| buf_4 | 1 | 7.510 |
| buf_6 | 4 | 45.04 |
| clkbuf_1 | 1 | 3.750 |
| edfxtp_1 | 136 | 4084 |
| inv_1 | 1 | 3.750 |
| mux4_2 | 32 | 720.7 |
| nand2_1 | 10 | 37.54 |
| nand2b_1 | 4 | 25.02 |
| nand3_1 | 2 | 10.01 |
| nand3b_1 | 2 | 15.01 |
| nand4_2 | 2 | 25.02 |
| nor2_1 | 3 | 11.26 |
| nor2b_1 | 3 | 18.77 |
| nor4_1 | 16 | 100.1 |
| nor4_2 | 7 | 87.58 |
| nor4b_1 | 1 | 8.760 |
| or2_2 | 1 | 6.260 |
[flip-flops by register name, indices dropped and copies added (netlist names)]
register  cells
data_rd       8
mem         128
[critical path, delay by kind of cell]
family                 cells  cell delay [ns]
buffers and inverters      2             0.67
and+or+nand+nor            3             1.23
[cell type report]
class                      count  area share [%]
timing repair buffer          75           10.21
inverter                       1         0.05393
tap                          172           3.092
sequential                   136           58.67
clock buffer                  18           6.166
multi-input combinational    100           17.49
clock inverter                14           4.314
[power groups by stage]
stage | combinational, µW | sequential, µW | clock, µW
finish | 167 | 1700 | 2060
global route | 182 | 1700 | 2140
CTS | 170 | 1700 | 2080
Power figures rest on the tool's default switching activity, not on a simulated workload.
