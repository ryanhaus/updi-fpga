[config.mk]
export PLATFORM = sky130hd
export DESIGN_NAME = updi_input_handler
export DESIGN_NICKNAME = updi_input_handler
export VERILOG_FILES = /design/flow/design.v
export SDC_FILE = /design/flow/constraint.sdc
export NUM_CORES = 4
export LEC_CHECK = 1
export CORE_UTILIZATION = 40
[constraint.sdc]
current_design updi_input_handler

set clk_period 4.5
set clk_io_pct 0.2

create_clock -name clk0 -period $clk_period [get_ports {clk}]

set non_clock_inputs [all_inputs -no_clocks]
set_input_delay [expr $clk_period * $clk_io_pct] -clock clk0 $non_clock_inputs
set_output_delay [expr $clk_period * $clk_io_pct] -clock clk0 [all_outputs]
[design.v]
module delay #(
	parameter N_CLKS = 100
) (
	input clk,
	input rst,
	input start,
	output logic active,
	output logic done
);
	localparam COUNTER_BITS = $clog2(N_CLKS);
	logic [COUNTER_BITS-1 : 0] counter;
	always_ff @(posedge clk) begin
		if (rst) begin
			counter <= 'b0;
			active <= 'b0;
		end
		else begin
			if (start) begin
				active <= 'b1;
			end
			if (active) begin
				if (counter == N_CLKS-1) begin
					active <= 'b0;
					counter <= 'b0;
				end
				else begin
					counter <= counter + 'b1;
				end
			end
		end
	end
	always_comb begin
		done = 'b0;
		if (active) begin
			if (counter == N_CLKS-1) begin
				done = 'b1;
			end
		end
	end
endmodule
typedef enum {
	UPDI_IN_HDLR_IDLE,
	UPDI_IN_HDLR_READ_ACK,
	UPDI_IN_HDLR_FIFO_READ,
	UPDI_IN_HDLR_FIFO_WRITE,
	UPDI_IN_HDLR_DELAY_START,
	UPDI_IN_HDLR_DELAY,
	UPDI_IN_HDLR_DONE
} updi_input_handler_state;
module updi_input_handler #(
	parameter BITS_N = 6,  
	parameter TIMEOUT_CLKS = 1000,  
	parameter POST_READ_DELAY_CLKS = 1000  
) (
	input clk,
	input rst,
	input wait_ack,
	output logic ack_received,
	output logic ack_error,
	input [BITS_N-1 : 0] n_bytes,
	input start,
	output logic ready,
	output logic done,  
	output logic timeout,
	input [7:0] in_fifo_data,
	input in_fifo_empty,
	output logic in_fifo_rd_en,
	output logic [7:0] out_fifo_data,
	input out_fifo_full,
	output logic out_fifo_wr_en
);
	logic timeout_rst, timeout_start, timeout_done;
	delay #(.N_CLKS(TIMEOUT_CLKS)) timeout_delay_inst (
		.clk(clk),
		.rst(rst | timeout_rst),
		.start(timeout_start),
		.active(),
		.done(timeout_done)
	);
	logic post_read_delay_start, post_read_delay_done;
	delay #(.N_CLKS(POST_READ_DELAY_CLKS)) post_read_delay_inst (
		.clk(clk),
		.rst(rst),
		.start(post_read_delay_start),
		.active(),
		.done(post_read_delay_done)
	);
	updi_input_handler_state state, delay_prev_state;
	logic [BITS_N-1 : 0] counter;
	assign out_fifo_data = in_fifo_data;
	always_ff @(posedge clk) begin
		if (rst) begin
			state <= UPDI_IN_HDLR_IDLE;
		end
		else begin
			case (state)
				UPDI_IN_HDLR_IDLE: begin
					if (start) begin
						counter <= n_bytes;
						state <= UPDI_IN_HDLR_FIFO_READ;
					end
					else if (wait_ack) begin
						state <= UPDI_IN_HDLR_READ_ACK;
					end
				end
				UPDI_IN_HDLR_READ_ACK: begin
					if (timeout_done) begin
						state <= UPDI_IN_HDLR_IDLE;
					end
					if (!in_fifo_empty) begin
						delay_prev_state <= UPDI_IN_HDLR_READ_ACK;
						state <= UPDI_IN_HDLR_DELAY_START;
					end
				end
				UPDI_IN_HDLR_FIFO_READ: begin
					if (timeout_done) begin
						state <= UPDI_IN_HDLR_IDLE;
					end
					if (!in_fifo_empty) begin
						state <= UPDI_IN_HDLR_FIFO_WRITE;
					end
				end
				UPDI_IN_HDLR_FIFO_WRITE: begin
					if (!out_fifo_full) begin
						if (counter == 'b1) begin
							delay_prev_state <= UPDI_IN_HDLR_FIFO_WRITE;
							state <= UPDI_IN_HDLR_DELAY_START;
						end
						else begin
							counter <= counter - 'b1;
							state <= UPDI_IN_HDLR_FIFO_READ;
						end
					end
				end
				UPDI_IN_HDLR_DELAY_START: begin
					state <= UPDI_IN_HDLR_DELAY;
				end
				UPDI_IN_HDLR_DELAY: begin
					if (post_read_delay_done) begin
						state <= UPDI_IN_HDLR_DONE;
					end
				end
				UPDI_IN_HDLR_DONE: begin
					state <= UPDI_IN_HDLR_IDLE;
				end
			endcase
		end
	end
	always_comb begin
		ready = 'b0;
		in_fifo_rd_en = 'b0;
		out_fifo_wr_en = 'b0;
		ack_received = 'b0;
		ack_error = 'b0;
		done = 'b0;
		timeout = 'b0;
		timeout_rst = 'b1;
		timeout_start = 'b0;
		post_read_delay_start = 'b0;
		case (state)
			UPDI_IN_HDLR_IDLE: begin
				ready = 'b1;
			end
			UPDI_IN_HDLR_READ_ACK: begin
				timeout_start = 'b1;
				timeout_rst = 'b0;
				if (timeout_done) begin
					timeout = 'b1;
				end
				if (!in_fifo_empty) begin
					in_fifo_rd_en = 'b1;
				end
			end
			UPDI_IN_HDLR_FIFO_READ: begin
				timeout_start = 'b1;
				timeout_rst = 'b0;
				if (timeout_done) begin
					timeout = 'b1;
				end
				if (!in_fifo_empty) begin
					in_fifo_rd_en = 'b1;
				end
			end
			UPDI_IN_HDLR_FIFO_WRITE: begin
				if (!out_fifo_full) begin
					out_fifo_wr_en = 'b1;
				end
			end
			UPDI_IN_HDLR_DELAY_START: begin
				post_read_delay_start = 'b1;
			end
			UPDI_IN_HDLR_DONE: begin
				if (delay_prev_state == UPDI_IN_HDLR_READ_ACK) begin
					if (in_fifo_data == 'h40) begin
						ack_received = 'b1;
					end
					else begin
						ack_error = 'b0;
					end
				end
				ready = 'b1;
				done = 'b1;
			end
		endcase
	end
endmodule
[run.sh]
#!/bin/bash
# OpenROAD 26Q1-2900-gdf79404cd8, Yosys 0.63+post, stock flow scripts
make -C /OpenROAD-flow-scripts/flow DESIGN_CONFIG=/design/flow/config.mk WORK_HOME=/design/flow/orfs finish
==> impl_metrics.env <==
# implementation run metrics
export IMPL_r2r_slack_ns=2.73
export IMPL_p_sw_share_pct=22.11
export IMPL_grt_pass1_vias=1153
export IMPL_setup_violations=0
export IMPL_synth_top_area_share_pct=34.12
export IMPL_yosysUniqueCellTypes=44
export IMPL_edf_count=6
export IMPL_dieArea_um2=4670
export IMPL_chipWidth_um=68.34
export IMPL_area_growth_pct=21.61
export IMPL_yosys_area_top_type="dfxtp_1"
export IMPL_numPortBuffers=33
export IMPL_synthCells=190
export IMPL_postCtsSetupBuffers=0
export IMPL_core_um2=4115
export IMPL_htreeDepth=2
export IMPL_topCellsByArea="dfxtp_1, edfxtp_1, nor2_1"
export IMPL_crit_fanout=2
export IMPL_worstSetupPathType="in2out"
export IMPL_insertion_delay_ns=0.28
export IMPL_slowest_delay_ns=0.50
export IMPL_io_pins=35
export IMPL_slowest_stage="clkdlybuf4s50_1"
export IMPL_die_y_um=68.34
export IMPL_hold_viol_final=0
export IMPL_arrival_ns=2.43
export IMPL_clock_skew_ns=0.007634
export IMPL_grt_max_degree=15
export IMPL_clock_path_buffers=2
export IMPL_regToRegStartpoint="state[6]"
export IMPL_status="complete, no violations"
export IMPL_netlist_area_um2=1760
export IMPL_peakVddDrop_mv=0.1604
export IMPL_worstPathRequired_ns=3.60
export IMPL_slew_headroom_pct=48.22
export IMPL_worstRegToRegCells=4
export IMPL_rsz0062_at_grt="no"
export IMPL_cts_sinks=36
export IMPL_p_leak_nw=0.7510
export IMPL_grt_overflow_total=0
export IMPL_drtIter0Drc=60
export IMPL_final_antenna_net_count=0
export IMPL_crit_start="in_fifo_data[3]"
export IMPL_routedWlPerCell_um=11.36
export IMPL_power_share_sequential_pct=55.7
export IMPL_fin_crit_ns=3.333
export IMPL_power_internal_mw=0.4829
export IMPL_nFillCells=386
export IMPL_fmax_ghz=0.3000
export IMPL_timing_rr_end="counter[5]"
export IMPL_synth_flops=36
export IMPL_period_used_pct=74.07
export IMPL_power_frac_comb_pct=9.0
export IMPL_vias=1324
export IMPL_power_density_nw_per_um2=289.6
export IMPL_layout_cells_most_common="nor2_1"
export IMPL_cts_resized_gates=0
export IMPL_synthArstFlopShare_pct=0
export IMPL_postSynthSeqShare_pct=44.35
export IMPL_wirelength_um=3034
export IMPL_via_per_inst=4.959
export IMPL_grt_usage_pct=13.64
export IMPL_ctsHoldBuffers=0
export IMPL_hold_path_class="reg2reg"
export IMPL_drive_gt1_share_pct=7.834
export IMPL_final_cell_mix="nor2_1, clkdlybuf4s50_1, dfxtp_1"
export IMPL_grt_pass1_wl_um=4705
export IMPL_rows=23
export IMPL_syn_avg_cell_area_um2=9.265
export IMPL_root_buffer="clkbuf_8"
export IMPL_ys_cells=190
export IMPL_drt_pass1_iterations=4
export IMPL_crit_chain="clkdlybuf4s50_1 > nor4_1 > nand3b_1 > nor4_1 > clkdlybuf4s50_1"
export IMPL_drcViolationCount=0
export IMPL_n_antenna_cell=0
export IMPL_p_switching_mw=0.1370
export IMPL_initCoreUtil_pct=42.78
export IMPL_cp_end_kind="output port"
export IMPL_cp_start_kind="input port"
export IMPL_drv_cap=0
export IMPL_cts_tree="yes"
export IMPL_cts_made_buffers=5
export IMPL_clkTransAtPathRegs_ns=0.07
export IMPL_antenna_found_initial=0
export IMPL_totalNegativeSetupSlack_ns=0
export IMPL_yosys_area_um2=1760
export IMPL_critPathCapture="ack_received"
export IMPL_drv_slew=0
export IMPL_synthFlopType="dfxtp_1"
export IMPL_place_congestion=0.8064
export IMPL_ys_warnings_count=2
export IMPL_p_clk_share_pct=35.2
export IMPL_dp_hpwl_um=2200
export IMPL_worstMarginPinSlew_ns=0.7715
export IMPL_whs_ns=0.4748
export IMPL_warnings=26
[worst max-delay path, delay by kind of cell]
family	cells	cell delay [ns]
buffers and inverters	2	0.92
AND/OR/NAND/NOR	3	0.62
[Yosys cell counts, types with 2 or more instances]
library cell,instances
nand4_1,8
and3_1,3
mux2i_1,3
a21oi_1,7
inv_1,5
ha_1,4
xnor2_1,10
xor2_1,12
dfxtp_1,30
o21ai_1,2
nand2b_1,4
nand3_1,4
nand2_1,11
buf_2,3
o21ai_0,3
edfxtp_1,6
buf_4,10
nor4_1,2
nor3_1,5
nor2_1,34
[per-stage QoR]
step                      util, %  instance area (um^2)  instances  total power, mW  setup slack (ns)
after detailed placement    49.95                  2056        259           0.4091             1.135
after floorplan                 -                  1760        190           0.3812             2.225
after global placement      49.95                  2056        259           0.4078             1.156
after CTS                   52.02                  2141        267           0.6288             1.129
after global routing        52.02                  2141        267           0.6494             1.067
final                       52.02                  2141        267           0.6200             1.167
[kinds of logic (layout without fill, tap and decap cells)]
logic type               after synthesis  after routing  synth area share (%)
other                                  1              1                0.2130
AND-OR/OR-AND                         17             17                 6.397
flip-flops                            36             36                 44.35
buffers and inverters                 20             47                 7.036
adder cells (fa/ha/maj)                4              4                 2.843
XOR/XNOR                              22             22                 10.95
AND/OR/NAND/NOR                       86             86                 25.87
multiplexers                           4              4                 2.345
[state kept, by name, indices dropped and copies added (netlist names)]
signal	cells
counter	6
timeout_delay_inst.active	1
timeout_delay_inst.counter	10
state	7
post_read_delay_inst.counter	10
post_read_delay_inst.active	1
delay_prev_state	1
[per-layer routing]
layer	up-vias	GRT usage, %	share of wire (%)
li1	691	-	-
met1	599	20.88	50
met2	30	20.59	42
met3	4	3.041	6.4
met4	0	2.604	1.3
met5	-	0	0
[worst min-delay path by stage]
| stage | start | end | slack [ns] | cells after the start |
|---|---|---|---|---|
| finish | state[1] | post_read_delay_inst.active | 0.47 | 2 |
| CTS | state[1] | post_read_delay_inst.active | 0.48 | 2 |
| global route | state[1] | state[5] | 0.50 | 2 |
[power by group through the flow]
stage | clock network [mW] | logic, mW | registers (mW)
finish | 0.218 | 0.0561 | 0.345
global route | 0.240 | 0.0626 | 0.347
CTS | 0.226 | 0.0570 | 0.345
[layout make-up]
class | count | area [um^2] | share of cell area [%]
Inverter | 5 | 18.77 | 0.8767
Multi-Input combinational cell | 134 | 855.8 | 39.98
Timing Repair Buffer | 34 | 337.8 | 15.78
Sequential cell | 36 | 780.7 | 36.47
Tap cell | 50 | 62.56 | 2.922
Clock inverter | 1 | 8.758 | 0.4091
Clock buffer | 7 | 76.32 | 3.565
Power and IR drop assume default switching activity.
