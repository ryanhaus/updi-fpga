===== design/flow/run.sh =====
#!/bin/bash
# OpenROAD 26Q1-2900-gdf79404cd8, Yosys 0.63+post, stock flow scripts
make -C /OpenROAD-flow-scripts/flow DESIGN_CONFIG=/design/flow/config.mk WORK_HOME=/design/flow/orfs finish

===== design/flow/config.mk =====
export PLATFORM = sky130hd
export DESIGN_NAME = fifo
export DESIGN_NICKNAME = fifo
export VERILOG_FILES = /design/flow/design.v
export SDC_FILE = /design/flow/constraint.sdc
export NUM_CORES = 4
export LEC_CHECK = 1
export CORE_UTILIZATION = 30

===== design/flow/constraint.sdc =====
current_design fifo

set clk_period 20.9
set clk_io_pct 0.2

create_clock -name clk0 -period $clk_period [get_ports {clk}]

set non_clock_inputs [all_inputs -no_clocks]
set_input_delay [expr $clk_period * $clk_io_pct] -clock clk0 $non_clock_inputs
set_output_delay [expr $clk_period * $clk_io_pct] -clock clk0 [all_outputs]

===== design/flow/design.v =====
module fifo #(
	parameter DEPTH = 16,  
	parameter WIDTH = 8,  
	parameter ALMOST_EMPTY_THRESHOLD = 3,  
	parameter ALMOST_FULL_THRESHOLD = 3  
) (
	input clk,
	input rst,
	input [WIDTH-1 : 0] in,
	output logic [WIDTH-1 : 0] out,
	input rd_en,
	input wr_en,
	output logic empty,
	output logic almost_empty,
	output logic full,
	output logic almost_full
);
	localparam ADDR_BITS = $clog2(DEPTH);  
	logic [WIDTH-1 : 0] memory [DEPTH];
	logic [ADDR_BITS-1 : 0] rd_ptr;
	logic [ADDR_BITS-1 : 0] wr_ptr;
	integer n_elements;
	wire [ADDR_BITS-1 : 0] next_rd_ptr = rd_ptr + 'b1;
	wire [ADDR_BITS-1 : 0] next_wr_ptr = wr_ptr + 'b1;
	always_ff @(posedge clk) begin
		if (rst) begin
			out <= 'b0;
			rd_ptr <= 'b0;
			wr_ptr <= 'b0;
			n_elements <= 'b0;
		end
		else begin
			if (rd_en && !empty) begin
				out <= memory[rd_ptr];
				rd_ptr <= next_rd_ptr;
				n_elements <= n_elements - 'b1;
			end
			if (wr_en && !full) begin
				memory[wr_ptr] <= in;
				wr_ptr <= next_wr_ptr;
				n_elements <= n_elements + 'b1;
			end
		end
	end
	assign empty = (rd_ptr == wr_ptr);
	assign almost_empty = (n_elements <= ALMOST_EMPTY_THRESHOLD);
	assign full = (rd_ptr == next_wr_ptr);
	assign almost_full = (n_elements >= DEPTH - ALMOST_FULL_THRESHOLD);
endmodule

==> out/results.tsv <==
stage	metric	value	unit
logic_synthesis	post-synthesis cell count	651	
logic_synthesis	yosys aoi share	0.0973	
sta	Worst Tran Pin Value	0.816	ns
routing	initial DRC count	213	
routing	First-pass DRT Iterations	5	
global_routing	largest net degree at the start of global routing	53	
critical_path	crit end category	register	
cts	Inserted Clock Buffers	17	
critical_path	R2R Path Start	rd_ptr[3]	
logic_synthesis	number of enable flip-flop cells	128	
logic_synthesis	Chip Area, Yosys	0.00855	mm²
logic_synthesis	Area leader share	0.450	
global_routing	vias in the first global route	5233	
pwr	P per Cell Area	133	mW/mm²
cts	clock-pin slew on the worst setup and hold paths	0.07	ns
logic_synthesis	Seq share, synth	0.562	
logic_synthesis	Synth Area in XOR/XNOR	0.0328	
routing	DR vias	5252	
sta	fin crit share	0.349	
critical_path	Max FO, Critical Path	40	
critical_path	Setup crit end	n_elements[31]	
routing	Via-to-Cell Ratio	4.94	
logic_synthesis	simple share	0.106	
critical_path	startpoint class of the critical path	input port	
die	Die H	171	µm
global_routing	Overflow after GRT	0	
sta	max_slew headroom	0.454	
sta	Setup-failing EPs final	0	
cells_and_area	layout cells sized above 1	0.146	
logic_synthesis	Post-Syn Area per Cell	13.1	µm²
outcome	status	finished, final reports clean	
logic_synthesis	Post-synth area hogs	edfxtp_1, dfxtp_1, mux4_2	
routing	Ant. Diodes	0	
critical_path	critical path class	input port to register	
routing	Residual DRC	0	
logic_synthesis	synthesized cell area	0.00855	mm²
sta	Max Fclk	137	MHz
logic_synthesis	Seq cells post-synth	176	
sta	Period minus WS final	7.30	ns
place	placed insts	1031	
logic_synthesis	ys cells	651	
sta	Max Clock Skew	0.0126	ns
sta	RSZ-0062 raised after global routing	false	
place	Port Buffers	23	
logic_synthesis	async set-reset flop share out of synthesis	0	
die	Top Ports	24	
critical_path	WP data required	21.22	ns
critical_path	worst reg2reg setup slack	16.00	ns
die	Core Util at FP	0.306	
die	Die X	171	µm
routing	Antenna Violating Nets Remaining	0	
routing	Avg WL per Cell	16.2	µm
cts	H-tree Lvls	4	
pwr	Pleak	0.00340	µW
cells_and_area	most instantiated logic cell after routing	edfxtp_1	
global_routing	initial antenna violation count	0	
cts	postcts setup bufs	0	
cts	CTS max path bufs	2	
critical_path	CP startpoint	wr_en	
cells_and_area	utilization after layout	0.348	
cells_and_area	Top cells excl fill/tap	edfxtp_1, nand2_1, a21oi_1	
pwr	Worst VDD drop	0.0773	mV
worst_hold_path	Hold Path Class	register to register	
cts	hold_buf cts	0	
job	tool warnings	28	
logic_synthesis	Synth Flop Type	edfxtp_1	
sta	setup TNS	0	ns
job	Max-Cap Viols	0	
place	dpl hpwl	11.3	mm
cts	CTS tree	built	
logic_synthesis	mux share	0.122	
logic_synthesis	Cell Type Count	70	
logic_synthesis	top cell type by total area after synthesis	edfxtp_1	
routing	Total Wirelength	17.2	mm
die	row count	61	
die	die area	0.0292	mm²
sta	Slew Limit Fails	0	
critical_path	WP data arrival	7.63	ns
cells_and_area	non-filler cells, final	1063	
critical_path	cell depth of the worst flop-to-flop path	13	
cells_and_area	synth-to-layout area growth	13.7	%
logic_synthesis	adder share	0.0536	
die	Core ar.	0.0279	mm²
cts	Clk Latency, worst-skew pair	0.43	ns
cts	post-CTS sizing	0	
logic_synthesis	Top logic family	multiplexers	
critical_path	capture point of the worst reg-to-reg path	n_elements[31]	
place	placer congestion estimate	0.869	
cts	CTS root buf	clkbuf_16	
logic_synthesis	Synth warnings	1	
sta	Hold Vio Cnt, Final	0	
global_routing	GRT Total Usage	0.130	
global_routing	global-route wire length before repair	27.8	mm
cts	CTS sink cnt	176	
==> worst min-delay path by stage <==
stage                  start        endpoint  slack [ns]  depth (start not counted)
CTS            n_elements[6]   n_elements[6]        0.48                          2
global route   n_elements[7]   n_elements[7]        0.49                          2
finish        n_elements[12]  n_elements[12]        0.48                          2
==> report_power, final <==
part	total, µW	switching, µW	internal [µW]
Clock	315	154	161
Combinational	543	301	242
Sequential	434	25.4	408
Total	1290	480	811
==> kinds of logic (layout without fill, tap and decap cells) <==
logic type,after synthesis,after routing
and+or+nand+nor,185,185
DFF,176,176
AOI/OAI and AO/OA,129,129
muxes,53,53
buffers and inverters,40,74
adders and majority gates,36,36
xor gates and xnor gates,32,32
==> cells in the mapped netlist, types with 8 or more instances <==
cell	count
nand2_1	61
xnor2_1	21
nor2_1	50
nand3_1	12
inv_1	10
a21oi_1	53
mux2i_1	11
o21ai_0	16
a21o_1	16
dfxtp_1	48
mux4_2	40
buf_2	8
and3_1	8
xor2_1	11
ha_1	35
clkbuf_1	10
edfxtp_1	128
==> through the flow <==
| stage | hold WS [ns] | worst slack [ns] | total power, µW | cell area (µm²) |
|---|---|---|---|---|
| 6_report | 0.475 | 13.60 | 1290 | 9720 |
| 5_1_grt | 0.488 | 13.38 | 1380 | 9720 |
| 4_1_cts | 0.481 | 13.65 | 1300 | 9720 |
| 3_5_place_dp | 0.468 | 13.24 | 982 | 9130 |
| 3_3_place_gp | 0.463 | 13.35 | 982 | 9130 |
| 2_1_floorplan | 0.440 | 14.16 | 869 | 8550 |
==> registers in the layout, indices dropped and copies added (netlist names) <==
| signal | flops |
|---|---|
| rd_ptr | 4 |
| out | 8 |
| n_elements | 32 |
| memory | 128 |
| wr_ptr | 4 |
==> critical path: stages <==
cell             delay, ns
clkdlybuf4s50_1       0.50
nand2b_4              0.31
ha_1                  0.50
a21oi_1               0.21
o21ai_1               0.11
a21o_1                0.20
a2111oi_0             0.68
a21oi_1               0.22
nand2_2               0.11
mux2_4                0.30
mux2_4                0.29
==> per-layer routing <==
| layer | share of wire | global-route usage | vias to the layer above | routed length, µm |
|---|---|---|---|---|
| li1 | - | - | 2548 | - |
| met1 | 0.43 | 0.178 | 2529 | 7440 |
| met2 | 0.45 | 0.195 | 167 | 7780 |
| met3 | 0.11 | 0.0711 | 8 | 1870 |
| met4 | 0.0065 | 0.00893 | 0 | 112 |
| met5 | 0 | 0 | - | 0 |
==> cell type report <==
class,instances,area [µm²]
Clock inverter,14,165
Inverter,11,43.8
Timing Repair Buffer,31,285
Fill cell,2707,18200
Sequential cell,176,4810
Tap cell,378,473
Clock buffer,18,429
Multi-Input combinational cell,435,3520
No activity file was given, so power comes from the tool's default toggle rates.
